--- ./design.v ---
module EX_MEM(
    input clk, rst,
    input [15:0] alu_in, d2_in,
    input [2:0] wreg_in,
    input rwrite_in, mreg_in, mread_in, mwrite_in,
    output reg [15:0] alu_out, d2_out,
    output reg [2:0] wreg_out,
    output reg rwrite_out, mreg_out, mread_out, mwrite_out
);
    always @(posedge clk or posedge rst) begin
        if (rst) begin
            {alu_out, d2_out, wreg_out} <= 0;
            {rwrite_out, mreg_out, mread_out, mwrite_out} <= 0;
        end else begin
            alu_out <= alu_in; d2_out <= d2_in; wreg_out <= wreg_in;
            rwrite_out <= rwrite_in; mreg_out <= mreg_in;
            mread_out <= mread_in; mwrite_out <= mwrite_in;
        end
    end
endmodule
--- ./run.sh ---
#!/bin/bash
# OpenROAD 26Q1-2900-gdf79404cd8, Yosys 0.63+post, stock flow scripts
make -C /OpenROAD-flow-scripts/flow DESIGN_CONFIG=/design/flow/config.mk WORK_HOME=/design/flow/orfs finish
--- ./config.mk ---
export PLATFORM = sky130hd
export DESIGN_NAME = EX_MEM
export DESIGN_NICKNAME = EX_MEM
export VERILOG_FILES = /design/flow/design.v
export SDC_FILE = /design/flow/constraint.sdc
export NUM_CORES = 4
export LEC_CHECK = 1
export CORE_AREA = 10 10 102 102
export DIE_AREA = 0 0 112 112
--- ./constraint.sdc ---
current_design EX_MEM

set clk_period 1.0
set clk_io_pct 0.2

create_clock -name clk0 -period $clk_period [get_ports {clk}]

set non_clock_inputs [all_inputs -no_clocks]
set_input_delay [expr $clk_period * $clk_io_pct] -clock clk0 $non_clock_inputs
set_output_delay [expr $clk_period * $clk_io_pct] -clock clk0 [all_outputs]
==> flow_summary.toml <==
# implementation run metrics
[status]
outcome = "finished clean"

[floorplan]
fp_util = 0.119
ios = 80
die_h_um = 112
dieWidth_um = 112
die_area_sq_um = 12500
rows = 33
core_area_sq_um = 8220

[sta]
worstMarginPinSlew_ns = 0.192
period_minus_slack_ns = 0.977
rsz0062_at_grt = "true"
finalClockPeriodUsage = 0.977
finalHoldViolCount = 0
setup_violations = 0
slew_headroom = 0.872
hold_slack_ns = 0.277
fmax_ghz = 1.02
slew_viol_final = 0

[worst_setup_path]
end_kind = "output pin"
crit_chain = "buf_2"
slowest_delay_ns = 0.37
crit_slowest_cell = "dfrtp_1"
cp.required_ns = 0.80
start_kind = "flip-flop"
cp_top_family = "flip-flops"
crit_type = "flip-flop to output pin"
crit_fanout = 1
cp_num_buf_inv = 1
arrival_ns = 0.78

[clock_tree]
numClockSinks = 39
cts_buffers = 5
cts_tree = "yes"
clkTransAtPathRegs_ns = 0.08
cts-root-buf = "clkbuf_8"
clockBufferDepth = 2
hold_buffers = 0
ctsHtreeMaxLevel = 2

[pwr]
internal_power_mw = 2.85
p_leak_nw = 0.844
combPwrFrac = 0.077
p_clk_frac = 0.444
powerDensity_nw_per_um2 = 1860
p_seq_frac = 0.479
vdd_drop_max_mv = 0.547
swShare = 0.184
p_sw_uw = 641

[cells_and_area]
drive_gt1_frac = 0.380
area_growth_pct = 91.4
comb_area_sq_um = 0
nMultiInputCombCells = 0
fin_cells = 236
nFillCells = 859

[drt]
drt-pass1-iter-count = 2
ant_nets = 0
drc = 0
wl_per_cell_um = 14.1
first_iter_violations = 16
wl_um = 3330
via_per_inst = 2.81
vias = 662

[min_path]
hp-class = "input pin to asynchronous set/reset pin"

[synth]
synthesis.area_sq_um = 980
synth-seq-cells = 39
ys_cells = 40
syn_avg_cell_area_sq_um = 24.5
yosys_area_sq_um = 980
synth.distinct_cells = 2
ys_seq_frac = 0.996
synthCells = 40
yosysWarnings = 1

[global_routing]
antenna_found_initial = 2
grt.total_usage = 0.0506
grt_pass1_wl_um = 4950
grt_max_degree = 26
grt_pass1_vias = 787
overflow = 0

[placement]
dp_hpwl_um = 2690
portBuffers = 79
gp_congestion = 0.708
dp_cells = 226

[flow_run]
warnings = 26
max-cap-violations = 0
-- power groups by stage --
stage	combinational (mW)	sequential [mW]	clock (mW)
CTS	0.282	1.67	1.62
global route	0.296	1.68	1.67
finish	0.268	1.67	1.55
-- path summary, 6_finish.rpt --
kind                                   endpoint  cells after the start  slack, ns                 from
setup / recovery                      d2_out[6]                      1       0.02  d2_out[6]$_DFF_PP0_
hold / removal             alu_out[1]$_DFF_PP0_                      3       0.28                  rst
max in group asynchronous  alu_out[3]$_DFF_PP0_                      3       0.51                  rst
min in group clk0          d2_out[13]$_DFF_PP0_                      1       0.34            d2_in[13]
-- layout make-up --
class	count	area [sq um]	share of cell area
sequential	39	976	0.520
timing repair buffer	81	623	0.332
tap	105	131	0.0700
clock buffer	6	72.6	0.0387
clock inverter	2	60.1	0.0320
inverter	1	7.51	0.00400
antenna	2	5.00	0.00267
-- synthesized netlist by cell type --
| library cell | instances | area, sq um |
|---|---|---|
| dfrtp_1 | 39 | 976 |
| inv_1 | 1 | 3.75 |
-- layer usage --
| metal | vias up | routed length [um] | GRT usage |
|---|---|---|---|
| met2 | 37 | 1660 | 0.0831 |
| met1 | 324 | 1180 | 0.0553 |
| met3 | 4 | 459 | 0.0326 |
| li1 | 297 | - | - |
| met4 | 0 | 38 | 0.00677 |
| met5 | - | 0 | 0 |
-- flip-flops by register name (all words and copies together), names as in the netlist --
register	flops
alu_out	16
d2_out	16
wreg_out	3
mread_out	1
mreg_out	1
mwrite_out	1
rwrite_out	1
-- what timing repair did --
action / 4_1_cts / 5_1_grt
endpoints found under the setup margin: 39 / 13
setup buffers: 0 / 0
gates resized: 124 / 0
-- placed cells by master (no fill, tap or decap) --
cell type        count
clkinvlp_4           1
buf_12               1
buf_2               39
buf_4                1
bufinv_16            2
clkbuf_8             5
diode_2              2
clkdlybuf4s50_1     40
clkbuf_1             1
dfrtp_1             39
-- cell families after synthesis --
family,count (synthesis),synth area share
DFF,39,0.996
buffers and inverters,1,0.00383
-- through the flow --
stage / cell area (sq um) / total power, mW / worst slack [ns] / utilization / TNS (ns)
after global placement: 1930 / 2.06 / -0.0282 / 0.235 / -0.0572
after CTS: 1870 / 3.57 / 0.00121 / 0.228 / 0
after detailed placement: 1930 / 2.06 / -0.0290 / 0.235 / -0.0533
after global routing: 1870 / 3.65 / -0.0230 / 0.228 / -0.112
after floorplan: 983 / 1.71 / 0.464 / - / 0
final: 1880 / 3.49 / 0.0227 / 0.228 / 0
Power is estimated from default activity; no workload was simulated.
