--- design/flow/design.v ---
module ID_EX(
    input clk, rst,
    input [15:0] d1_in, d2_in, imm_in,
    input [2:0] wreg_in,
    input [2:0] func_in,         
    input rwrite_in, mreg_in, mread_in, mwrite_in, asrc_in,
    input [1:0] aluop_in,
    output reg [15:0] d1_out, d2_out, imm_out,
    output reg [2:0] wreg_out,
    output reg [2:0] func_out,    
    output reg rwrite_out, mreg_out, mread_out, mwrite_out, asrc_out,
    output reg [1:0] aluop_out
);
    always @(posedge clk or posedge rst) begin
        if (rst) begin
            {d1_out, d2_out, imm_out, wreg_out, func_out} <= 0;
            {rwrite_out, mreg_out, mread_out, mwrite_out, asrc_out, aluop_out} <= 0;
        end else begin
            d1_out <= d1_in; d2_out <= d2_in; imm_out <= imm_in;
            wreg_out <= wreg_in; rwrite_out <= rwrite_in;
            mreg_out <= mreg_in; mread_out <= mread_in;
            mwrite_out <= mwrite_in; asrc_out <= asrc_in;
            aluop_out <= aluop_in;
            func_out <= func_in;  
        end
    end
endmodule
--- design/flow/config.mk ---
export PLATFORM = sky130hd
export DESIGN_NAME = ID_EX
export DESIGN_NICKNAME = ID_EX
export VERILOG_FILES = /design/flow/design.v
export SDC_FILE = /design/flow/constraint.sdc
export NUM_CORES = 4
export LEC_CHECK = 1
export CORE_UTILIZATION = 30
--- design/flow/run.sh ---
#!/bin/bash
# OpenROAD 26Q1-2900-gdf79404cd8, Yosys 0.63+post, stock flow scripts
make -C /OpenROAD-flow-scripts/flow DESIGN_CONFIG=/design/flow/config.mk WORK_HOME=/design/flow/orfs finish
--- design/flow/constraint.sdc ---
current_design ID_EX

set clk_period 1.0
set clk_io_pct 0.2

create_clock -name clk0 -period $clk_period [get_ports {clk}]

set non_clock_inputs [all_inputs -no_clocks]
set_input_delay [expr $clk_period * $clk_io_pct] -clock clk0 $non_clock_inputs
set_output_delay [expr $clk_period * $clk_io_pct] -clock clk0 [all_outputs]
==> results.py <==
# Metrics from the implementation run
metrics = {
    "finish": {
        "logic_gates": 0,
        "nFillCells": 410,
        "stdcell_count": 269,
        "flop_area_um2": 1530,
        "mi_logic_area_um2": 0,
        "drive_gt1_share_pct": 38.1,
        "syn_to_final_growth_pct": 80.5,
    },
    "clocking": {
        "cts_sinks": 61,
        "clock_path_buffers": 2,
        "cts_tree": "built",
        "cts_root_buffer": "clkbuf_8",
        "cts_setup_buffers": 0,
        "hold_buffers": 0,
        "path_clk_slew_ns": 0.06,
        "htreeDepth": 3,
        "cts_buffers": 9,
    },
    "detailed_routing": {
        "wl_per_cell_um": 12.4,
        "viasPerCell": 3.84,
        "drt_first_pass_iters": 3,
        "diodes": 0,
        "drt_iter0_drc": 23,
        "ant_nets": 0,
        "wirelength_mm": 3.33,
        "drc": 0,
        "dr_total_vias": 1032,
    },
    "worst_setup_path": {
        "cp.required_ns": 0.80,
        "critPathTopFamily": "flip-flops",
        "path_cells": "buf_2",
        "crit_path_max_incr_delay_ns": 0.36,
        "cp_num_buf_inv": 1,
        "endpoint_kind": "output pin",
        "cp_slowest_cell": "dfrtp_1",
        "worstSetupPathType": "reg2out",
        "critPathLaunchType": "register",
        "path_max_fanout": 1,
        "cp.depth": 1,
        "arrival_ns": 0.80,
    },
    "outcome": {
        "violations": "negative setup slack",
        "status": "complete, but fails checks",
    },
    "logic_synthesis": {
        "synthesis.instances": 62,
        "yosysWarnings": 1,
        "ys_area_um2": 1530,
        "ys_cells": 62,
        "yosysTopAreaCell": "dfrtp_1",
        "topCellsByArea": "dfrtp_1 100%, inv_1 0.25%",
        "netlist_area_um2": 1530,
        "syn_avg_cell_area_um2": 24.7,
        "ys_seq_share_pct": 99.8,
        "yosysUniqueCellTypes": 2,
        "synth_flops": 61,
        "top_area_share_pct": 99.8,
    },
    "die": {
        "core_um2": 4820,
        "num_io_pins": 124,
        "die_h_um": 73.4,
        "rows": 25,
        "fp-utilization_pct": 31.8,
        "die_w_um": 73.4,
        "chipArea_um2": 5390,
    },
    "sta": {
        "tns_ns": -0.00389,
        "hold_ws_ns": 0.276,
        "tightest_slew_ns": 0.209,
        "period_minus_slack_ns": 1.00,
        "maxSlewHeadroom_pct": 86.1,
        "period_used_pct": 100,
        "final-hold-violation-count": 0,
        "setup_viol": 2,
        "setup_slack_ns": -0.00336,
        "rsz0062_at_grt": "true",
        "slew_violations": 0,
        "fmax_mhz": 997,
    },
    "run": {
        "tool_warnings": 27,
        "drv_cap": 0,
    },
    "pwr": {
        "p_per_area_nw_per_um2": 1780,
        "total_leakage_power_nw": 1.30,
        "ir_drop_mv": 1.09,
    },
    "global_routing": {
        "grt_usage_pct": 13.3,
        "grtUsageMet3_pct": 4.30,
        "first_global_vias": 969,
        "antenna_found_initial": 0,
        "use_met1_pct": 21.0,
        "grt.busiest_layer": "met1",
        "grt_max_degree": 41,
        "overflow": 0,
        "use_met2_pct": 18.7,
        "grt_pass1_wl_mm": 5.08,
    },
    "place": {
        "dp_cells": 254,
        "dp_hpwl_mm": 2.50,
        "port_buffers": 123,
        "gp_congestion": 0.716,
    },
    "hold_path": {
        "hold_path.class": "in2async",
    },
}
Yosys cell counts:
| library cell | count |
|---|---|
| inv_1 | 1 |
| dfrtp_1 | 61 |
flip-flops by register name (all words and copies together) (netlist names):
signal	flops
aluop_out	2
asrc_out	1
d1_out	16
d2_out	16
func_out	3
imm_out	16
mread_out	1
mreg_out	1
mwrite_out	1
rwrite_out	1
wreg_out	3
cell type report:
cell class	instances	area share, %
Sequential cell	61	55.3
Timing Repair Buffer	125	35.0
Clock buffer	14	6.25
Tap cell	67	3.04
Inverter	1	0.272
Clock inverter	1	0.181
placed cells by master, fill, tap and decap left out:
cell,synthesis,routed
buf_2,0,61
clkdlybuf4s50_1,0,62
clkinv_2,0,1
clkbuf_1,0,2
dfrtp_1,61,61
buf_12,0,2
clkinvlp_4,0,1
clkbuf_8,0,12
through the flow:
| stage | setup WS (ns) | total power, mW | utilization (%) | cell area (um^2) |
|---|---|---|---|---|
| after floorplan | 0.156 | 2.67 | - | 1530 |
| after global placement | -0.00360 | 3.19 | 60.0 | 2890 |
| after detailed placement | -0.00804 | 3.20 | 60.0 | 2890 |
| after CTS | -0.0286 | 5.00 | 57.3 | 2760 |
| after global routing | -0.0571 | 5.19 | 57.3 | 2760 |
| final | -0.00336 | 4.91 | 57.3 | 2760 |
power breakdown:
part | leakage (nW) | switching [mW] | total [mW] | internal, mW
Combinational | 0.501 | 0.0963 | 0.399 | 0.303
Clock | 0.0926 | 0.810 | 1.90 | 1.09
Sequential | 0.711 | 0.0255 | 2.62 | 2.59
Total | 1.30 | 0.932 | 4.91 | 3.98
path summary, 6_finish.rpt:
path,from,to,slack [ns]
setup / recovery,d2_out[11],d2_out[11],-0.003
hold / removal,rst,d2_out[13],0.28
max in group asynchronous,rst,imm_out[15],0.50
min in group clk0,imm_in[3],imm_out[3],0.31
layer usage:
layer,share of wire [%],up-vias
li1,-,460
met1,39,495
met2,48,67
met3,10,10
met4,3.0,0
met5,0,-
cells by family after synthesis:
group and share of synthesized area [%]:
flops 99.8, buf+inv 0.245
timing repair:
action	4_1_cts	5_1_grt
pin swaps	0	0
endpoints found under the setup margin	61	61
resized	185	0
No activity file was given, so power comes from the tool's default toggle rates.
