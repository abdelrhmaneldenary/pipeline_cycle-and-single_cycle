### ./config.mk
export PLATFORM = sky130hd
export DESIGN_NAME = MEM_WB
export DESIGN_NICKNAME = MEM_WB
export VERILOG_FILES = /design/flow/design.v
export SDC_FILE = /design/flow/constraint.sdc
export NUM_CORES = 4
export LEC_CHECK = 1
export CORE_AREA = 10 10 114 114
export DIE_AREA = 0 0 124 124
### ./constraint.sdc
current_design MEM_WB

set clk_period 1.0
set clk_io_pct 0.2

create_clock -name clk0 -period $clk_period [get_ports {clk}]

set non_clock_inputs [all_inputs -no_clocks]
set_input_delay [expr $clk_period * $clk_io_pct] -clock clk0 $non_clock_inputs
set_output_delay [expr $clk_period * $clk_io_pct] -clock clk0 [all_outputs]
### ./design.v
module MEM_WB(
    input clk, rst,
    input [15:0] mdata_in, alu_in,
    input [2:0] wreg_in,
    input rwrite_in, mreg_in,
    output reg [15:0] mdata_out, alu_out,
    output reg [2:0] wreg_out,
    output reg rwrite_out, mreg_out
);
    always @(posedge clk or posedge rst) begin
        if (rst) begin
            {mdata_out, alu_out, wreg_out} <= 0;
            {rwrite_out, mreg_out} <= 0;
        end else begin
            mdata_out <= mdata_in; alu_out <= alu_in; wreg_out <= wreg_in;
            rwrite_out <= rwrite_in; mreg_out <= mreg_in;
        end
    end
endmodule
### ./run.sh
#!/bin/bash
# OpenROAD 26Q1-2900-gdf79404cd8, Yosys 0.63+post, stock flow scripts
make -C /OpenROAD-flow-scripts/flow DESIGN_CONFIG=/design/flow/config.mk WORK_HOME=/design/flow/orfs finish
==> results.yml <==
# generated from flow reports
global_route:
  grt_pass1_wl_mm: 4.71
  grt_max_degree: 38
  overflow: 0
  track_usage_pct: 4.08
  antenna_found_initial: 0
  grt_pass1_vias: 773
final_timing:
  finalHoldViolations: 0
  worstMarginPinSlew_ns: 0.208
  rsz0062_at_grt: "yes"
  slew_headroom_pct: 86.1
  setup_viol: 0
  period_needed_ns: 0.982
  fin_hold_ws_ns: 0.284
  maxSlewViolCount: 0
  timing.fmax_mhz: 1020
  finalCritPeriodShare_pct: 98.2
cells_and_area:
  comb_cells: 0
  final_util_pct: 17.1
  logic_area_um2: 0
  drive_gt1_share_pct: 38.5
  area_delta_synth_final_pct: 91.5
yosys:
  yosysChipArea_um2: 930
  postSynthSeqShare_pct: 99.6
  syn_area_um2: 930
  postSynthCellCount: 38
  ys_warn_count: 1
  synthTopCellsByArea: "dfrtp_1 100%, inv_1 0.40%"
  ys_ff: 37
  yosysTopAreaCell: "dfrtp_1"
  synth.distinct_cells: 2
  synth.avg_cell_area_um2: 24.5
  top_area_share_pct: 99.6
  ys_cells: 38
placed_design:
  place.gp.congestion: 0.696
  io_buffers: 75
drt:
  drt_pass1_iterations: 2
  num_vias: 638
  drt-initial-drc-count: 10
  via_per_inst: 2.47
  ant_nets: 0
  n_antenna_cell: 0
  wirelength_mm: 3.16
  drc: 0
  wl_per_cell_um: 12.3
setup_path:
  crit_path_top_delay_cell: "dfrtp_1"
  crit_required_ns: 0.80
  path_max_fanout: 1
  cp_cell_sequence: "buf_2"
  startpoint_type: "flop"
  cp.arrival_ns: 0.78
  max_stage_delay_ns: 0.37
  path_delay_family: "flip-flops"
  critPathCaptureType: "output port"
  crit_type: "reg -> out"
  cp.buffers_inverters: 1
floorplan:
  fp_util_pct: 8.92
  rows: 37
  dieWidth_um: 124
  coreArea_um2: 10400
  io_pins: 76
  fp.dieH_um: 124
  die-area_um2: 15400
power:
  power.leakage_uw: 0.000783
  p_per_area_nw_per_um2: 1630
  total_power_uw: 2900
  ir_worst_vdd_v: 0.000460
min_path:
  worstHoldPathType: "in -> async"
clock_network:
  post_cts_buffers: 0
  clockRootBuffer: "clkbuf_8"
  cts_buffer_depth: 2
  cts_tree: "done"
  cts.sinks: 37
  cts_buffers: 5
  htreeDepth: 2
  path_clk_slew_ns: 0.08
run:
  warning_count: 27
  cap_violations: 0
outcome:
  status: "completed"
stage by stage:
stage	area (µm²)	TNS [ns]	instances	setup slack [ns]
global placement	1870	-0.0813	250	-0.0415
detailed placement	1870	-0.0571	250	-0.0210
finish	1780	0	258	0.0184
CTS	1780	-0.00235	258	-0.00124
global route	1780	-0.337	258	-0.0337
floorplan	933	0	38	0.488
placed cells by master, fill, tap and decap left out, drive strengths merged:
master / Yosys / layout
clkinv: 0 / 3
clkinvlp: 0 / 1
buf: 0 / 38
clkdlybuf4s50: 0 / 38
clkbuf: 0 / 5
dfrtp: 37 / 37
logic make-up (layout without fill, tap and decap cells):
family                 Yosys count  count (layout)  share of synthesized area, %
buffers and inverters            1              85                         0.403
DFF                             37              37                          99.6
state kept, by name, indices dropped and copies added (netlist names):
name	cells
rwrite_out	1
mdata_out	16
alu_out	16
wreg_out	3
mreg_out	1
timing repair:
action | in CTS | in global routing
hold buffers | 0 | 0
setup endpoints to repair | 37 | 27
hold endpoints to repair | 0 | 0
resized | 115 | 0
where the power goes:
part / switching [µW] / internal (µW) / total (µW)
registers: 15.3 / 1570 / 1580
clock network: 564 / 494 / 1060
logic: 70.1 / 185 / 255
total: 649 / 2250 / 2900
layer usage:
metal / global-route usage [%] / share of wire, % / vias to the layer above
met3: 2.39 / 15 / 5
li1: - / - / 278
met5: 0 / 0 / -
met1: 4.96 / 39 / 301
met4: 1.01 / 2.8 / 0
met2: 6.13 / 43 / 54
area by class of cell:
| cell class | count | area, µm² |
|---|---|---|
| clock inverter | 3 | 22.5 |
| inverter | 1 | 7.51 |
| timing repair buffer | 76 | 586 |
| fill | 1155 | 8640 |
| clock buffer | 5 | 68.8 |
| tap | 136 | 170 |
| sequential | 37 | 926 |
how the worst max path moves through the flow:
stage,endpoint,slack [ns],startpoint,cells past startpoint
after CTS,wreg_out[1],-0.001,wreg_out[1],1
after global routing,alu_out[8],-0.03,alu_out[8],1
final,wreg_out[1],0.02,wreg_out[1],1
Yosys cell counts:
cell type	n
inv_1	1
dfrtp_1	37
Power figures rest on the tool's default switching activity, not on a simulated workload.
